[./config.mk]
export PLATFORM = sky130hd
export DESIGN_NAME = alu_8
export DESIGN_NICKNAME = alu_8
export VERILOG_FILES = /design/flow/design.v
export SDC_FILE = /design/flow/constraint.sdc
export NUM_CORES = 4
export LEC_CHECK = 1
export CORE_AREA = 10 10 105 105
export DIE_AREA = 0 0 115 115
[./design.v]
`timescale 1ns/1ps
package opcode_pkg;
    typedef enum logic [3:0] {
        OPCODE_ADD  = 4'b0000,
        OPCODE_ADDI = 4'b0001,
        OPCODE_SUB  = 4'b0010,
        OPCODE_SUBI  = 4'b0011,
        OPCODE_AND   = 4'b0100,
        OPCODE_OR   = 4'b0101,
        OPCODE_XOR   = 4'b0110,
        OPCODE_NOT   = 4'b0111,
        OPCODE_LSL   = 4'b1000,
        OPCODE_LSR   = 4'b1001,
        OPCODE_LDUR   = 4'b1010,
        OPCODE_STUR   = 4'b1011,
        OPCODE_CMP   = 4'b1100,
        OPCODE_BR   = 4'b1101,
        OPCODE_MOV1   = 4'b1110,
        OPCODE_MOV2   = 4'b1111
    } opcode_t;
endpackage
`timescale 1ns/1ps
module alu_8 #(
    parameter int WIDTH = 8,
    localparam int SHIFT_WIDTH = (WIDTH > 1) ? $clog2(WIDTH) : 1
)(
    input logic [WIDTH-1:0] A,
    input logic [WIDTH-1:0] B,
    input logic [2:0] OP,  
    input logic C_in,
    input logic EN,
    input logic update_flags,
    output logic [WIDTH-1:0] Y,
    output logic C_out,
    output logic Z,
    output logic N,
    output logic V
);
always_comb begin
    logic [WIDTH:0] temp;
    temp = '0;
    Y = '0;
    C_out = 1'b0;
    Z = 1'b0;
    N = 1'b0;
    V = 1'b0;
    if(EN) begin
        case (OP)
            3'b000: begin  
                temp = {1'b0, A} + {1'b0, B} + {{WIDTH{1'b0}}, C_in};
                Y = temp[WIDTH-1:0];
                C_out = temp[WIDTH];
                if(update_flags) begin
                    Z = ~(|Y);  
                    N = Y[WIDTH-1];
                    V = (A[WIDTH-1] == B[WIDTH-1]) && (Y[WIDTH-1] != A[WIDTH-1]); 
                end
            end
            3'b001: begin  
                temp = {1'b0, A} + {1'b0, ~B} + {{WIDTH{1'b0}}, C_in};  
                Y = temp[WIDTH-1:0];
                C_out = temp[WIDTH];
                if(update_flags) begin
                    Z = ~(|Y);
                    N = Y[WIDTH-1];
                    V = (A[WIDTH-1] != B[WIDTH-1]) && (Y[WIDTH-1] != A[WIDTH-1]);
                end
            end
            3'b010: begin  
                Y = A & B;
                if(update_flags) begin
                    Z = ~(|Y);
                    N = Y[WIDTH-1];
                    V = 1'b0;
                end
            end
            3'b011: begin  
                Y = A | B;
                if(update_flags) begin
                    Z = ~(|Y);
                    N = Y[WIDTH-1];
                    V = 1'b0;
                end
            end
            3'b100: begin  
                Y = A ^ B;
                if(update_flags) begin
                    Z = ~(|Y);
                    N = Y[WIDTH-1];
                    V = 1'b0;
                end
            end 
            3'b101: begin  
                Y = ~A;
                if(update_flags) begin
                    Z = ~(|Y);
                    N = Y[WIDTH-1];
                    V = 1'b0;
                end
            end
            3'b110: begin  
                Y = A << B[SHIFT_WIDTH - 1 :0]; 
                if(update_flags) begin
                    Z = ~(|Y);
                    N = Y[WIDTH-1];
                    V = 1'b0;
                end
            end
            3'b111: begin  
                Y = A >> B[SHIFT_WIDTH - 1:0]; 
                if(update_flags) begin
                    Z = ~(|Y);
                    N = Y[WIDTH-1];
                    V = 1'b0;
                end
            end
            default: begin  
               Y     = '0;
                C_out = 1'b0;
                Z     = 1'b0;
                N     = 1'b0;
                V     = 1'b0; 
            end
        endcase
    end
end
endmodule
[./run.sh]
#!/bin/bash
# OpenROAD 26Q1-2900-gdf79404cd8, Yosys 0.63+post, stock flow scripts
make -C /OpenROAD-flow-scripts/flow DESIGN_CONFIG=/design/flow/config.mk WORK_HOME=/design/flow/orfs finish
[./constraint.sdc]
current_design alu_8

set clk_period 11.3
set clk_io_pct 0.2

create_clock -name clk0 -period $clk_period

set non_clock_inputs [all_inputs -no_clocks]
set_input_delay [expr $clk_period * $clk_io_pct] -clock clk0 $non_clock_inputs
set_output_delay [expr $clk_period * $clk_io_pct] -clock clk0 [all_outputs]
==> qor.yml <==
irDropWorstVdd_uv: 13.1
adder_share_pct: 17.5
fmax_mhz: 117
slowest_delay_ns: 0.96
num-fill-cells: 978
numPortBuffers: 34
cap_violations: 0
flop-count: 0
hold_viol_final: 0
syn_to_final_growth_pct: 18.4
core_area_mm2: 0.00876
ios: 34
cp-end-kind: "output port"
clkbuf_count: 0
hold_class: "in2out"
avgSynthCellArea_um2: 6.60
period_minus_slack_ns: 8.55
topCellsByArea: "ha_1 14%, a21oi_1 8.5%, mux4_2 6.2%, nor2_1 5.5%, o21ai_0 5.3%"
yosysTopAreaCell: "ha_1"
critical_path_arrival_ns: 6.29
mux_share_pct: 8.10
grt_overflow: 0
avgRoutedWirePerCell_um: 19.0
row_count: 34
n_antenna_cell: 0
synth-cells-yosys: 330
ctsHoldBuffers: 0
rsz0062_at_grt: "false"
netlist_area_mm2: 0.00218
grt_max_degree: 29
wl_um: 8630
yosysTopAreaCellShare_pct: 13.8
yosys_warnings: 1
topCombFamilyByArea: "AND-OR/OR-AND gates"
max-slew-margin-rel_pct: 49.7
power.density_mw_per_mm2: 47.6
dpl_cell_area_mm2: 0.00258
maxSlewViolCount: 0
p_leak_nw: 1.00
finalSetupViolations: 0
ys_sh_simple_pct: 26.0
grt_pass1_vias: 2477
netlist_instances: 330
finalCritPeriodShare_pct: 75.7
final-seq-area_um2: 0
gp_congestion: 0.964
post_cts_resize_count: 0
fin_setup_tns_ns: 0
layout_top_cells: "37 x a21oi_1, 34 x clkdlybuf4s50_1, 32 x nor2_1"
crit_path_start_kind: "input port"
drc: 0
log.warning_count: 49
fin_util_pct: 29.4
initialDrtViolationCount: 182
fp_util_pct: 24.8
die_area_mm2: 0.0132
ant_nets: 0
viasPerCell: 5.64
tightestPinTransition_ns: 0.752
cp.required_ns: 9.04
yosys_area_mm2: 0.00218
yosysUniqueCellTypes: 58
slowest_stage: "clkdlybuf4s50_1"
status: "complete, no violations"
antenna_found_initial: 0
die_w_um: 115
grt_pass1_wl_um: 13500
crit_path_frequent_cell: "clkdlybuf4s50_1"
worstPathMaxFanout: 23
crit_chain: "clkdlybuf4s50_1 > inv_1 > ha_1 > o211ai_2 > a21oi_2 > nor2b_4 > xnor2_1 > or4b_1 > or3_1 > a221oi_2 > clkdlybuf4s50_1"
post_cts.repair.setup_buffers: 0
grtUsageTotal_pct: 12.6
synth_seq_share_pct: 0
num_vias: 2555
aoi_share_pct: 34.9
lay_top_count: "a21oi_1"
die_h_um: 115
layout-drive-gt1-share_pct: 5.22
critPathKind: "in2out"
final_area_mm2: 0.00258
dr.pass1.iters: 5
xor_area_share_pct: 3.62
hpwl_um: 6810
-- power by group --
| group | internal (W) | total [W] | leakage, nW | switching, W |
|---|---|---|---|---|
| clock | 0 | 0 | 0 | 0 |
| sequential | 0 | 0 | 0 | 0 |
| combinational | 0.0000526 | 0.000123 | 1.00 | 0.0000702 |
| total | 0.0000526 | 0.000123 | 1.00 | 0.0000702 |
-- worst paths after layout --
kind	start	endpoint	slack [ns]	cells past startpoint
min	update_flags	Z	5.54	4
max	B[2]	Z	2.75	11
-- cell usage after synthesis, types with 5 or more instances --
cell / n
nand4_1: 5
mux4_2: 6
o21ai_0: 23
nand3_1: 8
clkbuf_1: 16
nand2_1: 22
nor3_1: 15
ha_1: 24
a31oi_1: 5
a21oi_1: 37
nand2b_1: 10
o22ai_1: 10
xnor2_1: 9
inv_1: 27
nor2_1: 32
-- stage by stage --
stage	hold slack, ns	power [W]	setup WS (ns)	std cells
2_1_floorplan	4.55	0.0000798	3.89	330
5_1_grt	5.58	0.000135	2.50	453
4_1_cts	5.55	0.000122	2.78	453
3_3_place_gp	5.55	0.000123	2.88	453
6_report	5.54	0.000123	2.75	453
3_5_place_dp	5.54	0.000121	2.79	453
-- final cells by class --
type	instances	area [µm²]	area share, %
Timing Repair Buffer	39	378	14.7
Multi-Input combinational cell	278	1960	76.0
Inverter	28	105	4.08
Tap cell	108	135	5.24
-- critical path, delay by kind of cell --
family | cells | cell delay [ns]
xor gates and xnor gates | 1 | 0.13
adders and majority gates | 1 | 0.52
AOI/OAI and AO/OA | 3 | 0.62
and+or+nand+nor | 3 | 0.96
buffers and inverters | 3 | 1.80
-- metal layers --
| metal | wire [µm] | up-vias | track usage (%) |
|---|---|---|---|
| li1 | - | 1234 | - |
| met1 | 3840 | 1219 | 17.0 |
| met2 | 4070 | 89 | 20.7 |
| met3 | 557 | 13 | 2.43 |
| met4 | 160 | 0 | 2.23 |
| met5 | 0 | - | 0 |
-- cells by family after synthesis --
family,Yosys count
compound gates,117
simple gates,114
buf+inv,52
fa+ha+maj,28
mux,10
xor+xnor,9
Power figures rest on the tool's default switching activity, not on a simulated workload.
