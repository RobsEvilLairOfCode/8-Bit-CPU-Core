--- design/flow/constraint.sdc ---
current_design memory_array_256x8

set clk_period 14.2
set clk_io_pct 0.2

create_clock -name clk0 -period $clk_period [get_ports {clk}]

set non_clock_inputs [all_inputs -no_clocks]
set_input_delay [expr $clk_period * $clk_io_pct] -clock clk0 $non_clock_inputs
set_output_delay [expr $clk_period * $clk_io_pct] -clock clk0 [all_outputs]
--- design/flow/config.mk ---
export PLATFORM = sky130hd
export DESIGN_NAME = memory_array_256x8
export DESIGN_NICKNAME = memory_array_256x8
export VERILOG_FILES = /design/flow/design.v
export SDC_FILE = /design/flow/constraint.sdc
export NUM_CORES = 4
export LEC_CHECK = 1
export CORE_UTILIZATION = 50
--- design/flow/design.v ---
`timescale 1ns/1ps
package opcode_pkg;
    typedef enum logic [3:0] {
        OPCODE_ADD  = 4'b0000,
        OPCODE_ADDI = 4'b0001,
        OPCODE_SUB  = 4'b0010,
        OPCODE_SUBI  = 4'b0011,
        OPCODE_AND   = 4'b0100,
        OPCODE_OR   = 4'b0101,
        OPCODE_XOR   = 4'b0110,
        OPCODE_NOT   = 4'b0111,
        OPCODE_LSL   = 4'b1000,
        OPCODE_LSR   = 4'b1001,
        OPCODE_LDUR   = 4'b1010,
        OPCODE_STUR   = 4'b1011,
        OPCODE_CMP   = 4'b1100,
        OPCODE_BR   = 4'b1101,
        OPCODE_MOV1   = 4'b1110,
        OPCODE_MOV2   = 4'b1111
    } opcode_t;
endpackage
module memory_array_256x8(
    input clk,
    input rst,
    input write_enable,
    input [7:0] address,
    input [7:0] data_in,
    output [7:0] data_out
);
    logic [7:0] memory [255:0];
    always_ff @(posedge clk) begin
        if (rst) begin
            for(int i = 0; i < 256; i = i + 1) begin
                memory[i] = 8'b0;
            end
        end else begin
            if (write_enable) begin
                memory[address] <= data_in;
            end
        end
    end
    assign data_out = memory[address]; 
endmodule
--- design/flow/run.sh ---
#!/bin/bash
# OpenROAD 26Q1-2900-gdf79404cd8, Yosys 0.63+post, stock flow scripts
make -C /OpenROAD-flow-scripts/flow DESIGN_CONFIG=/design/flow/config.mk WORK_HOME=/design/flow/orfs finish
==> results.toml <==
# physical design summary
[logic_synthesis]
ys_cells = 6266
yosys_area_um2 = 94600
largest_area_cell = "edfxtp_1"
synth.avg_cell_area_um2 = 15.1
synthTopCellsByArea = "edfxtp_1, and3_1, mux4_2"
edf_count = 2048
flop_cell = "edfxtp_1"
ys_seq_share = 0.650
ys_sh_simple = 0.143
synth_cell_types = 28
synthTopLogicFamily = "simple AND/OR/NAND/NOR gates"
netlist_area_um2 = 94600
synthMuxAreaShare = 0.122
ys_sh_xor = 0
synthCells = 6266
async_flop_share = 0
top_area_frac = 0.650
yosysWarnings = 1
synthAoiAreaFrac = 0.0487
synth_flops = 2048
synthAdderAreaFrac = 0

[die]
die_area_um2 = 191000
initCoreUtil = 0.504
fp.dieH_um = 437
core_area_um2 = 188000
io_pins = 27
die_w_um = 437
row_count = 159

[place]
place_congestion = 0.874
numPortBuffers = 26
hpwl_mm = 142
place_area_um2 = 96500

[routing]
drt_iter0_markers = 3828
vias = 54100
ant_nets = 0
wl_mm = 254
drt-wirelength-per-cell_um = 29.9
viasPerCell = 6.37
dr.pass1.iters = 7
drcViolationCount = 0

[sta]
max_freq_mhz = 92.9
rsz0062_at_grt = "false"
totalNegativeSetupSlack_ns = 0
slew_headroom = 0.284
setup_viol = 0
period_used_share = 0.758
final-hold-violation-count = 0
min_period_ns = 10.76
maxSlewViolCount = 0
tightestPinTransition_ns = 1.06

[clocking]
postCtsHoldBufs = 0
root_buffer = "clkbuf_16"
cts_setup_buffers = 0
tritoncts = "done"
clk_pin_slew_ns = 0.06
clockBufferDepth = 3
clkSinkCount = 2048
cts_resized = 0
h-tree-depth = 4
numCtsBuffers = 213

[run]
warnings = 38
drv_cap = 0

[final_layout]
reg.largest.list = "memory x2048"
layout-drive-gt1-share = 0.178
fill_cells = 14300
largest_register_ffs = 2048
regMostFlops = "memory"
fin_area_um2 = 103000
area_growth_pct = 8.89

[setup_path]
crit_top_cell = "buf_4"
max_stage_delay_ns = 0.91
critical_path_class = "in -> out"
critPathArrivalTime_ns = 7.92
startpoint_type = "input port"
path_max_fanout = 51
worst_ep_required_time_ns = 11.36
startpoint = "address[0]"
path_cells = "buf_8 -> buf_4 -> buf_4 -> buf_4 -> mux4_2 -> a22oi_1 -> a21oi_1 -> o41ai_2 -> buf_4 -> nand4_1 -> clkdlybuf4s50_1"
worst_setup_path_end_kind = "output port"
critical_path.slowest_cell = "o41ai_2"

[power_and_ir_drop]
p_int_w = 0.0102
swShare = 0.229
power.switching_w = 0.00304
p_per_area_nw_per_um2 = 129
seqPwrFrac = 0.528
pwr-share-clk = 0.400
combPwrFrac = 0.072
peakVddDrop_mv = 0.102
p_leak_nw = 41.5

[worst_hold_path]
hold_class = "in -> reg"
min-delay-start = "data_in[6]"

[grt]
grt_pass1_wl_mm = 379
grtUsageTotal = 0.298
grt.overflow.total = 0
antenna_found_initial = 3
grt_max_degree = 106
grt_pass1_vias = 57900

[outcome]
status = "finished, final reports clean"
critical path, delay by kind of cell:
family | cells | cell delay, ns
buf+inv | 6 | 2.84
simple gates | 1 | 0.28
mux | 1 | 0.55
compound gates | 3 | 1.31
Yosys cell counts, types with 11 or more instances:
cell type and number:
edfxtp_1 2048, and3_1 1882, clkbuf_1 782, mux4_2 512
a22oi_1 256, a21o_1 233, and2_1 171, a21oi_1 128
buf_2 59, buf_1 35, o41ai_1 32, or2_2 24
nor2_1 21, nor3_2 12, buf_4 11, nor3_1 11
logic make-up (layout without fill, tap and decap cells):
group                  after synthesis  count (layout)
flip-flops                        2048            2048
other                                0               3
buffers and inverters              891             614
AND/OR/NAND/NOR                   2164            2164
multiplexers                       512             512
AND-OR/OR-AND                      651             651
area by class of cell:
class	count	area [um^2]	area share
Clock buffer	278	5620	0.0545
Tap cell	2495	3120	0.0303
Antenna cell	3	7.51	0.0000728
Multi-Input combinational cell	3327	29900	0.290
Timing Repair Buffer	214	1910	0.0186
Clock inverter	122	965	0.00936
Sequential cell	2048	61500	0.597
placed cells by master, fill, tap and decap left out, drive strengths merged, types with 23 or more instances in the layout:
cell    netlist  routed
a21o        233     233
a21oi       128     128
a22oi       256     256
and2        171     171
and3       1882    1882
buf         109     199
clkbuf      782     278
clkinv        0     101
edfxtp     2048    2048
mux4        512     512
nor2         23      23
nor3         23      23
o41ai        32      32
or2          24      24
stage by stage:
step | worst slack, ns | hold WS (ns) | std cells | power, W | util
detailed placement | 2.96 | 3.41 | 8084 | 0.00811 | 0.514
finish | 3.44 | 2.53 | 8487 | 0.0133 | 0.549
global route | 3.14 | 2.52 | 8484 | 0.0137 | 0.549
global placement | 2.91 | 3.41 | 8083 | 0.00809 | 0.514
floorplan | 6.71 | 3.26 | 6266 | 0.00773 | -
CTS | 2.95 | 2.48 | 8484 | 0.0134 | 0.549
per-layer routing:
layer,part of all wire,GRT usage
met5,0.0014,0.0146
met4,0.029,0.0699
met3,0.13,0.156
met2,0.48,0.436
met1,0.36,0.437
path summary, 6_finish.rpt:
| kind | to | slack (ns) | depth (start not counted) |
|---|---|---|---|
| setup / recovery | data_out[1] | 3.44 | 11 |
| hold / removal | memory[216][6] | 2.53 | 2 |
power by group through the flow:
stage,clock network (W),registers [W],logic [W]
after CTS,0.00540,0.00702,0.000968
after global routing,0.00561,0.00704,0.00102
final,0.00532,0.00701,0.000960
Power is estimated from default activity; no workload was simulated.
