## constraint.sdc

```tcl
current_design mov_logic

set clk_period 1.6
set clk_io_pct 0.2

create_clock -name clk0 -period $clk_period [get_ports {clk}]

set non_clock_inputs [all_inputs -no_clocks]
set_input_delay [expr $clk_period * $clk_io_pct] -clock clk0 $non_clock_inputs
set_output_delay [expr $clk_period * $clk_io_pct] -clock clk0 [all_outputs]
```

## design.v

```verilog
`timescale 1ns/1ps
package opcode_pkg;
    typedef enum logic [3:0] {
        OPCODE_ADD  = 4'b0000,
        OPCODE_ADDI = 4'b0001,
        OPCODE_SUB  = 4'b0010,
        OPCODE_SUBI  = 4'b0011,
        OPCODE_AND   = 4'b0100,
        OPCODE_OR   = 4'b0101,
        OPCODE_XOR   = 4'b0110,
        OPCODE_NOT   = 4'b0111,
        OPCODE_LSL   = 4'b1000,
        OPCODE_LSR   = 4'b1001,
        OPCODE_LDUR   = 4'b1010,
        OPCODE_STUR   = 4'b1011,
        OPCODE_CMP   = 4'b1100,
        OPCODE_BR   = 4'b1101,
        OPCODE_MOV1   = 4'b1110,
        OPCODE_MOV2   = 4'b1111
    } opcode_t;
endpackage
module mov_logic(
    input clk,
    input rst,
    input enabled,
    input [7:0] instruction,
    output logic write_enable,
    output logic [2:0] write_select,
    output logic [2:0] read_select
);
logic internal_write_enable;
logic mismatch_reset;
logic [7:0] register_output;
always_comb begin
    internal_write_enable = &instruction[7:5];  
end
mov_logic_register_module instruction_storage(
    .clk(clk),
    .rst(rst),
    .mismatch_rst(mismatch_reset),
    .write_enable(internal_write_enable),
    .data_in(instruction),
    .data_out(register_output)
);
always_comb begin
    if(enabled) begin
        if(register_output[7:4] == 4'b1110) begin  
        mismatch_reset = 1'b0;
            if(instruction[7:4] == 4'b1111) begin  
                write_enable = 1'b1;
                write_select = register_output[3:1];  
                read_select = instruction[3:1];  
                mismatch_reset = 1'b0;
            end else if(instruction[7:4] == 4'b1110) begin 
                write_enable = 1'b0;
                write_select = 3'b000;
                read_select = 3'b000;
                mismatch_reset = 1'b0;
            end else begin  
                write_enable = 1'b0;
                write_select = 3'b000;
                read_select = 3'b000;
                mismatch_reset = 1'b1;
            end
        end else begin
            write_enable = 1'b0;
            write_select = 3'b000;
            read_select = 3'b000;
            mismatch_reset = 1'b0;
        end
    end else begin
        write_enable = 1'b0;
        write_select = 3'b000;
        read_select = 3'b000;
        mismatch_reset = 1'b0;
    end
end
endmodule
module mov_logic_register_module(
    input clk,
    input rst,
    input mismatch_rst,
    input write_enable,
    input [7:0] data_in,
    output logic [7:0] data_out  
);
always_ff @(posedge clk) begin
    if(rst) begin
        data_out <= 8'b0; 
    end else if (mismatch_rst) begin
        data_out <= 8'b0;
    end else begin
        if(write_enable) begin
            data_out <= data_in; 
        end
    end
end
endmodule
```

## config.mk

```make
export PLATFORM = sky130hd
export DESIGN_NAME = mov_logic
export DESIGN_NICKNAME = mov_logic
export VERILOG_FILES = /design/flow/design.v
export SDC_FILE = /design/flow/constraint.sdc
export NUM_CORES = 4
export LEC_CHECK = 1
export CORE_AREA = 10 10 70 70
export DIE_AREA = 0 0 80 80
```

## run.sh

```bash
#!/bin/bash
# OpenROAD 26Q1-2900-gdf79404cd8, Yosys 0.63+post, stock flow scripts
make -C /OpenROAD-flow-scripts/flow DESIGN_CONFIG=/design/flow/config.mk WORK_HOME=/design/flow/orfs finish
```

==> run summary <==
Worst setup EP type: output port
Antenna Nets Post-Route: 0
Residual DRC: 0
# Cells Yosys: 37
Pwr dens: 595 nW/um2
Syn_area_per_cell: 9.33 um2
CP endpoint: read_select[1]
Vias in the first global route: 347
Routed WL per cell: 9.85 um
Fillcell total: 388
Total of warnings raised by yosys: 2
Max Cap Viol: 0
Headroom to the max-slew limit: 80.2%
Cell family with most CP delay: simple AND/OR/NAND/NOR gates
Post-layout util: 19.5%
Row count: 21
Core Density at Floorplan: 10.1%
CP max-delay cell: dfxtp_2
Cells after Synth: 37
Total wire length: 1120 um
DIE WIDTH: 80 um
Worst EP arrival: 1.30 ns
Area grow syn2layout: 93.1%
Hold wc startpoint: instruction_storage.data_out[4]
Buf/Inv on CP: 3
R2r endpoint: instruction_storage.data_out[6]
Cell type with the largest total area: dfxtp_1
Core area: 3420 um2
RSZ-0062 raised after global routing: true
GP Congestion: 0.753
Log Warnings: 28
Multi-input gate area: 205 um2
Placed Cells: 105
Initial antenna violation count: 0
Area of the chip: 6400 um2
Largest net degree at the start of global routing: 10
Flops & latches, synth: 7
Register area: 144 um2
Failing checks: negative setup slack
CTS tree: built
IO buf count: 16
Yosys synthesis chip area: 345 um2
CTS buffer count: 3
Layout cells sized above 1: 45.6%
Max reg flops: 7
Grt ovf: 0
Final setup fails: 3
Worst path required time: 1.28 ns
Status: complete, but fails checks
Sink Count: 7
Area share, top type: 40.6%
Hold Crit Depth: 2
Vias per Instance: 3.43
Clock tree root driver cell: clkbuf_4
Gr usage total: 3.23%
Min Tclk post-route: 1.62 ns
P_leak: 0.292 nW
Crit. path cell count: 6
Ant diodes: 0
CP startpoint kind: flop
Final setup margin: -0.0167 ns
Clock Path Buffers: 2
Slew Limit Fails: 0
Sequential share of the synthesized area: 40.6%
Drt first pass iters: 4
Critical R2R Launch: instruction_storage.data_out[4]
Slowest stage delay, CP: 0.31 ns
Hold/Removal Path Class: flop to flop
Final non-filler cell total: 114
Clk slew on worst S/H paths: 0.05 ns
Worst slack at placement: -0.601 ns
Vert. Die Dim: 80 um
Clock skew: 0.000177 ns
Top cells by area: dfxtp_1 41%, and2_1 11%, a21oi_1 7.2%, nand4b_4 6.9%, o211ai_1 6.5%
Final period util: 101%
Worst-path cell chain: nand4b_4 -> nor3_4 -> buf_6 -> buf_6 -> and2_4 -> buf_6
Mapped Area: 345 um2
H-Tree Depth: 1
Peak fanout along the critical path: 4
Regs by FF count: instruction_storage.data_out (7)
Slew at the pin with the worst max-slew slack: 0.296 ns
Distinct cell type count after synthesis: 15
Final Hold Viols: 0
Worst-Skew Late Latency: 0.24 ns
Top reg by flops: instruction_storage.data_out
Reg2reg path depth: 5
Setup TNS: -0.0373 ns
Hold_buf cts: 0
Global-route wire length before repair: 1660 um
Iter 0 DRT Violations: 9
Vias: 391
FF-to-FF setup slack: 0.42 ns
Crit Path Category: flop to output port
Max VDD drop: 0.305 mV
Most common cell on crit path: buf_6
CP Launch Point: instruction_storage.data_out[4]
Top Ports: 18
FMAX: 619 MHz
worst register-to-register path: stages (launching register included):
cell,delay (ns)
dfxtp_2,0.31
nand4b_4,0.18
buf_4,0.15
buf_4,0.14
nor2_1,0.17
o22ai_1,0.11
cells by family (layout without fill, tap and decap cells):
logic type,Yosys count,count (layout),synth area share (%)
simple gates,18,18,39.9
buf+inv,2,33,2.17
compound gates,10,10,17.4
flops,7,7,40.6
placed cells by master, fill, tap and decap left out, types with 2 or more instances in the layout:
cell type / netlist / final
clkbuf_4: 0 / 3
nand2b_1: 2 / 2
o22ai_1: 2 / 2
dfxtp_1: 7 / 4
dfxtp_2: 0 / 3
a21oi_1: 5 / 5
and2_1: 6 / 3
clkdlybuf4s50_1: 0 / 4
clkbuf_2: 0 / 2
nand4_1: 3 / 3
buf_4: 0 / 9
buf_2: 0 / 4
o211ai_1: 3 / 3
clkdlybuf4s15_1: 0 / 3
and2_4: 0 / 3
buf_6: 0 / 4
dlygate4sd2_1: 0 / 2
nand2_1: 2 / 2
area by class of cell:
cell class                 count  share of cell area (%)
sequential                     7                    21.6
inverter                       1                   0.563
multi-input combinational     28                    30.8
tap                           46                    8.63
clock buffer                   4                    3.94
timing repair buffer          28                    34.5
what timing repair did:
action | in CTS | in global routing
pin swaps | 8 | 2
resized | 31 | 8
setup buffers | 4 | 1
endpoints found under the setup margin | 7 | 7
Yosys cell counts (all sizes together):
master  number
a21oi        5
nand2        2
nand4        4
o22ai        2
nand3        1
and2         6
nor3         1
o211ai       3
nor2         1
nand4b       1
dfxtp        7
buf          1
inv          1
nand2b       2
layer usage:
metal / GRT usage, % / vias up / wire length, um
met1: 5.23 / 167 / 653
li1: - / 203 / -
met4: 0.176 / 0 / 0
met5: 0 / - / 0
met3: 2.73 / 0 / 168
met2: 2.89 / 21 / 301
how the worst min path moves through the flow:
stage	endpoint	slack, ns
CTS	instruction_storage.data_out[7]	0.45
global route	instruction_storage.data_out[4]	0.47
finish	instruction_storage.data_out[4]	0.45
power breakdown:
part	leakage (nW)	switching, mW	total [mW]	internal (mW)
logic	0.219	0.0240	0.0553	0.0313
clock network	0.0150	0.0589	0.154	0.0948
registers	0.0584	0.00498	0.188	0.183
total	0.292	0.0878	0.397	0.309
stage by stage:
step | total power, mW | hold slack (ns) | instance area, um2
CTS | 0.401 | 0.455 | 654
global route | 0.426 | 0.467 | 667
global placement | 0.248 | 0.444 | 612
floorplan | 0.207 | 0.436 | 345
detailed placement | 0.249 | 0.449 | 612
finish | 0.397 | 0.452 | 667
Power figures rest on the tool's default switching activity, not on a simulated workload.
